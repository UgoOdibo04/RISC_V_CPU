**/design/flow/design.v**
```verilog
module Decode_Cycle(
    input  wire        clk,
    input  wire        reset,
    input  wire [31:0] InstrD,
    input  wire [31:0] PCD,
    input  wire [31:0] PCPlus4D,
    input  wire        RegWriteW,  
    input  wire [4:0]  WriteRegW, 
    input  wire [31:0] WriteDataW,  
    input  wire        ControlStall,
    output wire [31:0] RD1D,
    output wire [31:0] RD2D,
    output wire [31:0] ImmD,
    output wire [31:0] PCD_out,
    output wire [31:0] PCPlus4D_out,
    output wire [4:0]  Rs1D,
    output wire [4:0]  Rs2D,
    output wire [4:0]  RdD,
    output wire [2:0]  Funct3D,
    output wire [6:0]  Funct7D,
    output wire [6:0]  OpcodeD,
    output wire        ALUSrcD,
    output wire        MemToRegD,
    output wire        RegWriteD,
    output wire        MemReadD,
    output wire        MemWriteD,
    output wire        BranchD,
    output wire        JumpD,
    output wire [4:0]  ALUControlD
);
    assign OpcodeD = InstrD[6:0];
    assign RdD     = InstrD[11:7];
    assign Funct3D = InstrD[14:12];
    assign Rs1D    = InstrD[19:15];
    assign Rs2D    = InstrD[24:20];
    assign Funct7D = InstrD[31:25];
    assign PCD_out      = PCD;
    assign PCPlus4D_out = PCPlus4D;
    wire [31:0] rf_rdata1, rf_rdata2;
    register_file RF (
        .read_reg1(Rs1D),
        .read_reg2(Rs2D),
        .reg1_value(rf_rdata1),
        .reg2_value(rf_rdata2),
        .regwrite(RegWriteW),
        .write_reg(WriteRegW),
        .write_data(WriteDataW),
        .clock(clk),
        .reset(reset)
    );
    assign RD1D = rf_rdata1;
    assign RD2D = rf_rdata2;
    wire [31:0] imm_raw;
    immediate_generator IMMGEN (
        .instruction(InstrD),
        .immediate(imm_raw)
    );
    assign ImmD = imm_raw;
    wire alu_src_raw, memtoreg_raw, regwrite_raw, memread_raw, memwrite_raw, branch_raw, jump_raw;
    control_unit CU (
        .opcode(OpcodeD),
        .branch(branch_raw),
        .memread(memread_raw),
        .memtoreg(memtoreg_raw),
        .memwrite(memwrite_raw),
        .alusrc(alu_src_raw),
        .regwrite(regwrite_raw)
    );
    wire [4:0] alu_control_raw;
    alu_control ALUCTRL (
        .opcode(OpcodeD),
        .func3(Funct3D),
        .func7(Funct7D),
        .alu_control(alu_control_raw)
    );
    assign ALUSrcD    = ControlStall ? 1'b0 : alu_src_raw;
    assign MemToRegD  = ControlStall ? 1'b0 : memtoreg_raw;
    assign RegWriteD  = ControlStall ? 1'b0 : regwrite_raw;
    assign MemReadD   = ControlStall ? 1'b0 : memread_raw;
    assign MemWriteD  = ControlStall ? 1'b0 : memwrite_raw;
    assign BranchD    = ControlStall ? 1'b0 : branch_raw;
    assign JumpD      = ControlStall ? 1'b0 : 1'b0;  
    assign ALUControlD= ControlStall ? 5'b0  : alu_control_raw;
endmodule
module alu_control (
  input  [6:0] opcode,
  input  [2:0] func3,
  input  [6:0] func7,
  output reg [4:0] alu_control,
  output reg       regwrite
);
  localparam AND  = 5'd0;
  localparam OR   = 5'd1;
  localparam ADD  = 5'd2;
  localparam SUB  = 5'd3;
  localparam SLL  = 5'd4;
  localparam SRL  = 5'd5;
  localparam SRA  = 5'd6;
  localparam XOR  = 5'd7;
  localparam SLT  = 5'd9;
  localparam SLTU = 5'd10;
  always @(*) begin 
    alu_control = ADD;
    regwrite    = 1'b0;
    case (opcode)
      7'b0110011: begin 
        regwrite = 1'b1;
        case (func3)
          3'b000: alu_control = (func7 == 7'b0000000) ? ADD : SUB;   
          3'b001: alu_control = SLL;
          3'b010: alu_control = SLT;
          3'b011: alu_control = SLTU;
          3'b100: alu_control = XOR;
          3'b101: alu_control = (func7 == 7'b0000000) ? SRL : SRA;
          3'b110: alu_control = OR;
          3'b111: alu_control = AND;
        endcase
      end
      7'b0010011: begin
        regwrite = 1'b1;
        case (func3)
          3'b000: alu_control = ADD;
          3'b010: alu_control = SLT;
          3'b011: alu_control = SLTU;
          3'b100: alu_control = XOR;
          3'b110: alu_control = OR;
          3'b111: alu_control = AND;
          3'b001: alu_control = SLL;
          3'b101: alu_control = (func7 == 7'b0000000) ? SRL : SRA;   
        endcase
      end
      7'b0000011: begin
        regwrite    = 1'b1;
        alu_control = ADD;
      end 
      7'b0100011: begin 
        regwrite    = 1'b0;
        alu_control = ADD;
      end 
      7'b1100011: begin
        regwrite = 1'b0;
        case (func3)
          3'b000: alu_control = SUB;    
          3'b001: alu_control = SUB;    
          3'b100: alu_control = SLT;    
          3'b101: alu_control = SLT;    
          3'b110: alu_control = SLTU;   
          3'b111: alu_control = SLTU;   
        endcase
      end 
      7'b1101111: begin 
        regwrite    = 1'b1;
        alu_control = ADD;  
      end
      7'b1100111: begin
        regwrite    = 1'b1;
        alu_control = ADD;\
      end 
      7'b0110111: begin 
        regwrite    = 1'b1;
        alu_control = ADD; 
      end
      7'b1110011: begin 
        regwrite    = 1'b1;
        alu_control = ADD;  
      end 
    endcase
  end
endmodule
module control_unit (
    input  wire [6:0] opcode,
    output reg        branch,
    output reg        memread,
    output reg        memtoreg,
    output reg        memwrite,
    output reg        alusrc,
    output reg        regwrite
);
    always @(*) begin
        {alusrc, memtoreg, regwrite, memread, memwrite, branch} = 6'b000000;
        case (opcode)
            7'b0110011 : 
                {alusrc, memtoreg, regwrite, memread, memwrite, branch} = 6'b001000;
            7'b0000011 : 
                {alusrc, memtoreg, regwrite, memread, memwrite, branch} = 6'b111100;
            7'b0100011 : 
                {alusrc, memtoreg, regwrite, memread, memwrite, branch} = 6'b100010;
            7'b0010011 :
                {alusrc, memtoreg, regwrite, memread, memwrite, branch} = 6'b101000;
            7'b1100011 :
                {alusrc, memtoreg, regwrite, memread, memwrite, branch} = 6'b100001;
        endcase
    end 
endmodule
module immediate_generator(
    input  wire [31:0] instruction,
    output reg  [31:0] immediate
);
    wire [6:0] opcode = instruction[6:0];
    always @(*) begin
        case (opcode)
            7'b0000011,    
            7'b0010011,    
            7'b1100111:    
                immediate = {{20{instruction[31]}}, instruction[31:20]};
            7'b0100011:
                immediate = {{20{instruction[31]}},
                              instruction[31:25],
                              instruction[11:7]};
            7'b1100011:
                immediate = {{19{instruction[31]}},
                              instruction[31],
                              instruction[7],
                              instruction[30:25],
                              instruction[11:8],
                              1'b0};
            7'b0110111,   
            7'b0010111:   
                immediate = {instruction[31:12], 12'b0};
            7'b1101111:
                immediate = {{11{instruction[31]}},
                              instruction[31],
                              instruction[19:12],
                              instruction[20],
                              instruction[30:21],
                              1'b0};
            default:
                immediate = 32'b0;
        endcase
    end
endmodule
module register_file(
    input  wire [4:0]  read_reg1,
    input  wire [4:0]  read_reg2,
    output wire [31:0] reg1_value,
    output wire [31:0] reg2_value,
    input  wire        regwrite,
    input  wire [4:0]  write_reg,
    input  wire [31:0] write_data,
    input  wire        clock,
    input  wire        reset
);
    reg [31:0] reg_memory [0:31];
    integer i;
    always @(posedge clock or posedge reset) begin
        if (reset) begin
            for (i = 0; i < 32; i = i + 1)
                reg_memory[i] <= 32'b0;
        end 
        else if (regwrite) begin
            if (write_reg != 0)       
                reg_memory[write_reg] <= write_data;
        end
    end
    assign reg1_value = reg_memory[read_reg1];
    assign reg2_value = reg_memory[read_reg2];
endmodule
```
**/design/flow/config.mk**
```make
export PLATFORM = sky130hd
export DESIGN_NAME = Decode_Cycle
export DESIGN_NICKNAME = Decode_Cycle
export VERILOG_FILES = /design/flow/design.v
export SDC_FILE = /design/flow/constraint.sdc
export NUM_CORES = 4
export LEC_CHECK = 1
export CORE_UTILIZATION = 50
```
**/design/flow/run.sh**
```bash
#!/bin/bash
# OpenROAD 26Q1-2900-gdf79404cd8, Yosys 0.63+post, stock flow scripts
make -C /OpenROAD-flow-scripts/flow DESIGN_CONFIG=/design/flow/config.mk WORK_HOME=/design/flow/orfs finish
```
**/design/flow/constraint.sdc**
```tcl
current_design Decode_Cycle

set clk_period 7.0
set clk_io_pct 0.2

create_clock -name clk0 -period $clk_period [get_ports {clk}]

set non_clock_inputs [all_inputs -no_clocks]
set_input_delay [expr $clk_period * $clk_io_pct] -clock clk0 $non_clock_inputs
set_output_delay [expr $clk_period * $clk_io_pct] -clock clk0 [all_outputs]
```
==> run summary <==
Implementation status.

- The width of the die is 332 um.
- The count of fill cells added during filler insertion is 8960.
- The worst reg2reg path depth is 1.
- The TritonCTS clock tree is done.
- In the finished design, the share of the clock period the worst path needs comes to between 90% and 100%.
- The largest net degree at the start of global routing is 120.
- The total negative setup slack is 0 ns.
- The gate count of the mapped netlist is 5124.
- The script computed a power per unit cell area of between 200 and 300 nW/um2.
- The total number of vias is about 50000.
- Summing all placed instances gives a cell area of between 50000 and 60000 um2.
- Per the post-route antenna check, the number of violating nets is 0.
- At the later pin of the worst-skew pair, clock insertion delay measures about 0.7 ns.
- The number of antenna violations at the first check in global routing came to 13.
- The count of H-tree levels built during CTS is 3.
- Detailed placement ended at an HPWL of between 150 and 200 mm.
- The area of the synthesized netlist per yosys stat is 54500 um2.
- The worst setup path is captured at an output port.
- For reference, the post-synthesis area per instance comes to around 11 um2.
- The synthesized flop and latch total is 1024.
- The number of DRC markers in iteration 0 is 6217.
- The residual overflow from global routing is 0.
- Looking at the max-slew report, the worst-margin pin has a slew of 1.16 ns.
- The maximum VDD drop is roughly 0.00023 V.
- The number of maximum-capacitance violations is 0.
- Clock-pin slew was measured on the worst setup and hold paths at about 0.060 ns.
- The clock skew is 0 ns.
- The yosys warning tally is 5.
- The number of clock buffers inserted by TritonCTS is 113.
- Per the placement report, the placed cell count is 6349.
- Post-CTS repair changed the size of 0 cells.
- The classification of the worst setup path is input pin to output port.
- At the worst endpoint, the required time is 5.60 ns.
- The maximum single-stage delay on the critical path is 0.94 ns.
- The most frequent logic cell in the layout is dfrtp_1.
- The clock passes through at most 3 buffers.
- Across all stage logs, warnings added up to 39.
- The post-route minimum period is roughly 6.7 ns.
- The floorplan core area is 108000 um2.
- The count of standard-cell rows is 120.
- The count of cells in the finished layout, fillers not included, comes to 6561.
- The static leakage is 27.3 nW.
- The overall routed net length is 274 mm.
- Setup repair after global routing left no endpoint under its margin.
- The sequential cell area fraction in the yosys report is 47.0%.
- The growth of design area from synthesis to finish is 13.8%.
- The slowest stage of the critical path belongs to the cell clkdlybuf4s50_1.
- The number of buffers inserted by port buffering is 210.
- The share of flip-flops with an asynchronous set or reset after synthesis is 100%.
- The number of post-CTS setup repair buffers is 0.
- The peak clock frequency supported by timing is between 100 and 150 MHz.
- In the final layout, the registers with the most flip-flops are RF.reg_memory (1024).
- In the hold timing report, the worst path depth is 0.
- The arrival time reported for the critical path endpoint is 5.28 ns.
- The clock tree root buffer cell is clkbuf_16.
- The first detailed-routing pass took 9 iterations.
- The register with the most flip-flops in the layout has 1024 of them.
- The run finished with clean final reports.
- STA classifies the critical path startpoint as an input pin.
- The final design utilization is a little under 60%.
- The area of the mapped netlist is 54500 um2.
- The setup violation total in the final timing report is 0.
- The die covers 110000 um2.
- The vertical die dimension reported for this design is 332 um.
- The number of pins exceeding their max-slew limit in the final report is 0.
- At the floorplan stage, the core utilization is reported as 50.7%.
- After detailed routing, the number of vias per cell comes to 7.59.
- After detailed routing, the number of remaining DRC violations is 0.
- In this run, synthesis inferred 0 flip-flops with an integrated enable.
- The share of post-route cells with drive strength above 1 is 30.8%.
- Hold-check failures listed in the final report amount to 0.
- The cell count listed in synth_stat.txt is 5124.
- The number of global-route vias before repair is 48400.
- In this run the critical path is formed by clkdlybuf4s50_1, buf_4, nand2b_1, nor2_4, a222oi_1, and3_1, a31oi_1, buf_4, clkdlybuf4s50_1.
- The largest driver fanout on the critical path is 11.
- The overall fraction of global-route tracks in use is 51.6%.
- The most common logic cells in the final layout are dfrtp_1, mux2_2, nand3_1, a22oi_1, nand4_1.
- The placement summary gives the final routability congestion estimate as 1.06.
- The average wire per cell in the routed design is 41.7 um.
- More flip-flops sit in one register than any other, and that register is RF.reg_memory.
- The main flop type after synthesis is dfrtp_1.
- The min-delay analysis places its worst path in the category register to register.
- The report puts the hold buffer count at CTS at 0.
- The number of library cell types mapped by synthesis is 62.
- The headroom to the max-slew limit is around 23%.
- Once layout is done, the placed cells without fillers occupy 62100 um2.
- The boundary pin count is 341.
- The count of clock tree sinks is ~1000.
- The wire length of the first global-routing pass is roughly 380 mm.
-- critical path, delay by kind of cell --
family	cells	cell delay (ns)
compound gates	2	0.77
simple gates	3	1.18
buf+inv	4	1.91
-- final timing paths --
kind,startpoint,end,slack [ns]
worst min-delay path,RF.reg_memory[0][0]$_DFFE_PP0P_,RF.reg_memory[0][0]$_DFFE_PP0P_,0.41
max in group asynchronous,reset,RF.reg_memory[30][12]$_DFFE_PP0P_,4.07
min in group asynchronous,reset,RF.reg_memory[9][27]$_DFFE_PP0P_,0.97
worst max register to register,RF.reg_memory[8][1]$_DFFE_PP0P_,RF.reg_memory[8][1]$_DFFE_PP0P_,6.07
worst max-delay path,InstrD[15],RD1D[1],0.32
worst min register to register,RF.reg_memory[0][0]$_DFFE_PP0P_,RF.reg_memory[0][0]$_DFFE_PP0P_,0.41
-- cell families (layout without fill, tap and decap cells) --
| kind of cell | Yosys count | in the layout | share of synthesized area (%) |
|---|---|---|---|
| other | 1 | 10 | 0.00688 |
| DFF | 1024 | 1024 | 47.0 |
| buffers and inverters | 710 | 735 | 5.70 |
| and+or+nand+nor | 1793 | 1793 | 18.0 |
| muxes | 1005 | 1005 | 20.8 |
| AOI/OAI and AO/OA | 591 | 591 | 8.53 |
-- stage by stage --
step	hold WS [ns]	power, W	worst slack [ns]
finish	0.406	0.0168	0.322
global route	0.413	0.0173	0.374
CTS	0.407	0.0167	0.579
detailed placement	0.391	0.0107	0.590
global placement	0.389	0.0106	0.617
floorplan	0.452	0.00940	-8.51
-- cells in the mapped netlist, drive strengths merged (8+ instances only) --
cell type,n,share of area (%)
o32a,52,0.95
mux2i,8,0.15
dfrtp,1024,47
nor3b,10,0.14
nor3,30,0.28
a31oi,12,0.14
and3b,8,0.13
a21oi,18,0.17
and3,164,1.9
a22o,28,0.45
nand3,993,9.1
nor2,82,0.56
nor2b,20,0.24
nand4,299,3.4
inv,8,0.055
a222oi,17,0.31
nand2b,14,0.16
a221oi,8,0.13
o21ai,23,0.21
and2,37,0.42
nand2,34,0.23
a2111oi,57,0.92
or4,51,0.70
buf,221,2.3
mux2,996,21
clkbuf,481,3.3
and4,8,0.13
nor4,19,0.22
a22oi,324,4.5
nand3b,8,0.11
a21o,21,0.29
-- final cells by class --
class                      count  area, um2  share of cell area [%]
inverter                       8       33.8                  0.0544
timing repair buffer         523       4730                    7.63
clock buffer                 168       3350                    5.40
multi-input combinational   3391      26100                    42.1
sequential                  1024      25600                    41.3
clock inverter                36        409                   0.659
tap                         1403       1760                    2.83
antenna                        8       20.0                  0.0323
-- power by group --
| part | switching [W] | internal [W] | total (W) |
|---|---|---|---|
| Combinational | 0.00128 | 0.00132 | 0.00260 |
| Sequential | 0.00108 | 0.00703 | 0.00812 |
| Clock | 0.00256 | 0.00357 | 0.00613 |
| Total | 0.00492 | 0.0119 | 0.0168 |
-- per-layer routing --
layer | GRT usage (%) | routed length, um | vias up | share of wire, %
met1 | 66.2 | 94100 | 24800 | 34
li1 | - | - | 19200 | -
met3 | 29.1 | 45500 | 1438 | 17
met5 | 0.608 | 190 | - | 0.069
met4 | 34.7 | 25300 | 14 | 9.2
met2 | 67.4 | 109000 | 4407 | 40
No activity file was given, so power comes from the tool's default toggle rates.

==> ./design.v <==
module Memory_Cycle (
    input  wire        clk,
    input  wire        reset,
    input  wire [31:0] ALUResultM,
    input  wire [31:0] WriteDataM,
    input  wire [4:0]  RdM,
    input  wire        MemWriteM,
    input  wire        MemReadM,
    input  wire        MemToRegM,
    input  wire        RegWriteM,
    output wire [31:0] ReadDataM_Out,
    output wire [31:0] ALUResultM_Out,
    output wire [4:0]  RdM_Out,
    output wire        RegWriteM_Out,
    output wire        MemToRegM_Out
);
    data_memory DMEM (
        .clock(clk),
        .reset(reset),
        .address(ALUResultM),
        .write_data(WriteDataM),
        .write_mask(4'b1111),           
        .memwrite(MemWriteM),
        .memread(MemReadM),
        .read_data(ReadDataM_Out)
    );
    assign ALUResultM_Out = ALUResultM;
    assign RdM_Out        = RdM;
    assign RegWriteM_Out  = RegWriteM;
    assign MemToRegM_Out  = MemToRegM;
endmodule
module data_memory (
    input  wire        clock,
    input  wire        reset,
    input  wire        memwrite,
    input  wire        memread,
    input  wire [31:0] address,       
    input  wire [31:0] write_data,    
    input  wire [3:0]  write_mask,    
    output wire [31:0] read_data
);
    reg [31:0] D_Memory [0:127];
    integer i;
    always @(posedge clock or posedge reset) begin
        if (reset) begin
            for (i = 0; i < 128; i = i + 1)
                D_Memory[i] <= 32'b0;
        end
        else if (memwrite) begin
            if (write_mask[0]) D_Memory[address[31:2]][7:0]   <= write_data[7:0];
            if (write_mask[1]) D_Memory[address[31:2]][15:8]  <= write_data[15:8];
            if (write_mask[2]) D_Memory[address[31:2]][23:16] <= write_data[23:16];
            if (write_mask[3]) D_Memory[address[31:2]][31:24] <= write_data[31:24];
        end
    end
    assign read_data = memread ? D_Memory[address[31:2]] : 32'b0;
endmodule
==> ./run.sh <==
#!/bin/bash
# OpenROAD 26Q1-2900-gdf79404cd8, Yosys 0.63+post, stock flow scripts
make -C /OpenROAD-flow-scripts/flow DESIGN_CONFIG=/design/flow/config.mk WORK_HOME=/design/flow/orfs finish
==> ./config.mk <==
export PLATFORM = sky130hd
export DESIGN_NAME = Memory_Cycle
export DESIGN_NICKNAME = Memory_Cycle
export VERILOG_FILES = /design/flow/design.v
export SDC_FILE = /design/flow/constraint.sdc
export NUM_CORES = 4
export LEC_CHECK = 1
export CORE_UTILIZATION = 30
==> ./constraint.sdc <==
current_design Memory_Cycle

set clk_period 39.4
set clk_io_pct 0.2

create_clock -name clk0 -period $clk_period [get_ports {clk}]

set non_clock_inputs [all_inputs -no_clocks]
set_input_delay [expr $clk_period * $clk_io_pct] -clock clk0 $non_clock_inputs
set_output_delay [expr $clk_period * $clk_io_pct] -clock clk0 [all_outputs]
==> GITHUB_STEP_SUMMARY <==
## PnR job results

| Metric | Value |
|---|---|
| Initial antenna violation count | `120` |
| Logic pwr share | `8.0%` |
| Reg power frac | `48.5%` |
| CP Data Arrival Time | `15.87 ns` |
| Area delta synth->final | `15.6%` |
| Regs by FF count | `DMEM.D_Memory x4096` |
| Pre-CTS setup slack | `16.37 ns` |
| Flops after synth | `4096` |
| Slew @ Worst Pin | `1.63 ns` |
| Yosys Instances | `13200` |
| CTS clock-pin slew for the worst setup and hold paths | `0.06 ns` |
| Syn Area/Cell | `13.6 µm²` |
| Final min period | `23.75 ns` |
| Worst reg2reg path endpoint | `DMEM.D_Memory[1][28]$_DFFE_PP0P_` |
| Cell Area, Synth | `0.179 mm²` |
| Final number of setup-violating endpoints | `0` |
| Clock sinks | `4096` |
| Top Ports | `146` |
| Core Rows | `283` |
| Max reg flops | `4096` |
| Critical Path Start Type | `primary input` |
| Dpl hpwl | `555 mm` |
| Clock Path Buffers | `4` |
| Total routed wirelength | `903 mm` |
| Crit. End Element | `primary output` |
| Violated checks | `max-capacitance violations, max-slew violations` |
| RSZ-0062 raised after global routing | `no` |
| Worst setup margin | `15.65 ns` |
| Maximum vdd drop | `0.0436 mV` |
| FP Util | `30.1%` |
| Final Max Tran Viols | `3` |
| Root buffer cell | `clkbuf_16` |
| Share of layout cells above drive strength 1 | `43.4%` |
| Fmax | `42.1 MHz` |
| Critical Path RT | `31.52 ns` |
| EDFF count, synth | `0` |
| Largest reg by FF count | `DMEM.D_Memory` |
| Vias in the first global route | `131000` |
| Tcrit/Tclk final | `60.3%` |
| Setup tns final | `0 ns` |
| Yosys stat area | `0.179 mm²` |
| Critical setup path kind | `in -> out` |
| Main flop type | `dfrtp_1` |
| CTS tree | `yes` |
| Routability cong. | `1.03` |
| Vias per cell | `6.29` |
| Congestion Overflow GR | `0` |
| # DRC | `0` |
| DR pass1 iterations | `8` |
| CTS Buf Count | `415` |
| Worst Clk Skew | `0 ns` |
| Sequential area share after synthesis | `57.3%` |
| Fin cells | `21400` |
| H-tree lvl count | `5` |
| R2R setup slack | `38.47 ns` |
| Hold Worst Slack | `0.484 ns` |
| Yosys cell types | `71` |
| Sw Ratio | `24.9%` |
| Worst hold stages | `1` |
| Clock power frac | `43.5%` |
| Cts repair resizes | `0` |
| R2R depth | `1` |
| Dpl cells | `20500` |
| Area of the core | `0.594 mm²` |
| First-pass GRT wire length | `1210 mm` |
| Fraction of registers with async set/reset | `100%` |
| CP Max Fanout | `21` |
| Total GRT Usage | `30.7%` |
| Largest net degree at the start of global routing | `131` |
| Via count | `135000` |
| Drt wl/cell | `42.2 µm` |
| Die area | `0.600 mm²` |
| Switch Pwr | `0.00242 W` |
| Hold path start | `DMEM.D_Memory[41][0]$_DFFE_PP0P_` |
| Tool warnings | `53` |
| Buffers on Ports | `81` |
| Status | `complete, but fails checks` |
| Hold endpoint | `DMEM.D_Memory[41][0]$_DFFE_PP0P_` |
| Reg-to-Reg Start | `DMEM.D_Memory[1][28]$_DFFE_PP0P_` |
| Static Leak | `96.8 nW` |
| Ys Warns | `2` |
| Die height | `774 µm` |
| Remaining antenna violation count | `0` |
| Max-cap check violation count | `1` |
| Chip width | `774 µm` |
| Cts hold-fix bufs | `0` |
| Post CTS Setup Buffer Count | `0` |
| Late-Pin Clk Latency | `1.05 ns` |
| Worst slew margin | `-9.47%` |
| Pint | `0.00730 W` |
| Post-Syn Instances | `13200` |
| Hold WC Path Type | `reg -> reg` |
| 1st-iter DRT viols | `13800` |
| Pwr Density | `47.0 mW/mm²` |
| Final Hold Vio Count | `0` |
==> cells in the mapped netlist (all sizes together) (9+ instances only) <==
| cell | count | area [µm²] |
|---|---|---|
| a222oi | 48 | 480 |
| and3 | 96 | 601 |
| clkbuf | 997 | 3740 |
| a2bb2oi | 22 | 193 |
| o22ai | 81 | 507 |
| nand2 | 293 | 1100 |
| nor2b | 10 | 62.6 |
| and2 | 9 | 56.3 |
| a21oi | 96 | 480 |
| nor3 | 75 | 375 |
| a32oi | 32 | 280 |
| nor4 | 102 | 638 |
| nor2 | 259 | 977 |
| o31a | 9 | 78.8 |
| a221oi | 64 | 561 |
| a2111oi | 36 | 315 |
| a22oi | 1456 | 10900 |
| buf | 382 | 1730 |
| a31oi | 34 | 213 |
| or4 | 33 | 248 |
| mux2i | 107 | 1070 |
| o211ai | 26 | 195 |
| o2bb2ai | 12 | 105 |
| nand3 | 101 | 505 |
| dfrtp | 4096 | 102000 |
| o2111ai | 13 | 114 |
| o21ai | 31 | 155 |
| mux2 | 4143 | 46700 |
| and4 | 27 | 236 |
| nand4 | 213 | 1330 |
| a22o | 150 | 1310 |
| o31ai | 28 | 210 |
==> kinds of logic after synthesis <==
kind of cell | synth area share (%)
AND-OR/OR-AND | 9.20
buffers and inverters | 3.06
flip-flops | 57.3
multiplexers | 26.7
AND/OR/NAND/NOR | 3.77
==> placed cells by master, fill, tap and decap left out, drive strengths merged, types with 48 or more instances in the layout <==
| cell | instances |
|---|---|
| nand2 | 293 |
| nor3 | 75 |
| diode | 153 |
| nand3 | 101 |
| nor2 | 259 |
| a222oi | 48 |
| nor4 | 102 |
| o22ai | 81 |
| mux2 | 4143 |
| a21oi | 96 |
| nand4 | 213 |
| mux2i | 107 |
| and3 | 96 |
| a221oi | 64 |
| buf | 823 |
| a22oi | 1456 |
| dfrtp | 4096 |
| clkinv | 81 |
| clkbuf | 613 |
| a22o | 150 |
==> cell type report <==
class | instances | area (µm²)
sequential | 4096 | 102000
timing repair buffer | 864 | 6800
inverter | 2 | 11.3
antenna | 153 | 383
clock inverter | 135 | 1940
tap | 7837 | 9810
multi-input combinational | 7713 | 73000
clock buffer | 613 | 12400
fill | 56600 | 387000
==> power groups by stage <==
stage	logic, W	registers (W)	clock network (W)
6_report	0.000775	0.00472	0.00423
4_1_cts	0.000753	0.00471	0.00422
5_1_grt	0.000807	0.00475	0.00438
==> critical path, stage by stage <==
cell	delay, ns
buf_8	0.19
buf_4	0.47
buf_4	0.54
nand3b_1	0.26
buf_4	0.27
buf_4	0.58
nor2_4	0.26
nor4_1	0.81
nand4_1	0.21
or4_2	1.11
or2_2	0.75
buf_4	0.40
a31oi_1	1.20
buf_4	0.28
clkdlybuf4s50_1	0.45
==> stage by stage <==
step	util (%)	cell area, µm²	total power [W]
floorplan	-	179000	0.00530
global placement	32.3	192000	0.00551
detailed placement	32.3	192000	0.00554
CTS	34.7	206000	0.00969
global route	34.8	207000	0.00994
finish	34.8	207000	0.00972
==> metal layers <==
layer  global-route usage (%)  part of all wire, %  wire length [µm]
met1                     34.7                   34            304000
met2                     39.4                   39            356000
met3                     22.6                   17            157000
met4                     22.0                  9.1             82300
met5                     5.41                 0.44              3940
==> worst max path at each step <==
stage / slack, ns / startpoint / endpoint
CTS: 16.35 / ALUResultM[8] / ReadDataM_Out[9]
finish: 15.65 / ALUResultM[8] / ReadDataM_Out[15]
global route: 16.21 / ALUResultM[8] / ReadDataM_Out[15]
Power and IR drop assume default switching activity.
